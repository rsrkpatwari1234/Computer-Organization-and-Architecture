## design/flow/design.v

```verilog
`timescale 1ns / 1ps
module shiftrne (R, Load, Enable, w, Clock, Q);
	parameter n = 8;
	input [n-1:0] R;
	input Load, Enable, w, Clock;
	output reg [n-1:0] Q;
	integer k;                                
	always @(posedge Clock)                   
		if (Load)                             
			Q <= R; 
		else if (Enable)                      
			begin
				for (k = 0; k < n-1; k = k+1) 
					Q[k] <= Q[k+1];       
				Q[n-1] <= w;                  
			end
endmodule
module serial_adder(A, B, Reset, Clock, cin, Sum, cout,Run);
	input [7:0] A, B;                          
	input Reset, Clock;                        
	input cin;                                 
	output wire [7:0] Sum;                     
	output reg cout;                           
	reg [7:0] Count;                           
	reg s, y, Y;                       
	wire [7:0] QA, QB;                          
	output wire Run;                            
	parameter G = 1'b0, H = 1'b1;               
	shiftrne shift_A (A, Reset, 1'b1, 1'b0, Clock, QA);  
	shiftrne shift_B (B, Reset, 1'b1, 1'b0, Clock, QB);  
	shiftrne shift_Sum (8'b0, Reset, Run, s, Clock, Sum);     
	always @(QA, QB, y)
		case (y)
			G: begin
				s = QA[0]^QB[0];
				if (QA[0] & QB[0]) Y = H;
				else Y = G;
				cout = y;
				end
			H: begin
				s = QA[0]~^QB[0];
				if ( ~QA[0] & ~QB[0]) Y = G;
				else Y = H;
				cout = y;
				end
			default: begin
				Y = G;
				cout = y;
				end
		endcase
	always @(posedge Clock)
		if (Reset)
			y <= G;                    
		else y <= Y;                   
	always @(posedge Clock)
		if (Reset) Count = 9;              
		else if (Run) Count = Count - 1;   
	assign Run = |Count;                   
endmodule
```

## design/flow/run.sh

```bash
#!/bin/bash
# OpenROAD 26Q1-2900-gdf79404cd8, Yosys 0.63+post, stock flow scripts
make -C /OpenROAD-flow-scripts/flow DESIGN_CONFIG=/design/flow/config.mk WORK_HOME=/design/flow/orfs finish
```

## design/flow/config.mk

```make
export PLATFORM = sky130hd
export DESIGN_NAME = serial_adder
export DESIGN_NICKNAME = serial_adder
export VERILOG_FILES = /design/flow/design.v
export SDC_FILE = /design/flow/constraint.sdc
export NUM_CORES = 4
export LEC_CHECK = 1
export CORE_UTILIZATION = 30
```

## design/flow/constraint.sdc

```tcl
current_design serial_adder

set clk_period 4.7
set clk_io_pct 0.2

create_clock -name clk0 -period $clk_period [get_ports {Clock}]

set non_clock_inputs [all_inputs -no_clocks]
set_input_delay [expr $clk_period * $clk_io_pct] -clock clk0 $non_clock_inputs
set_output_delay [expr $clk_period * $clk_io_pct] -clock clk0 [all_outputs]
```

==> changes_impl.md <==
### Implementation results

- Crit-path max FO: 9
- Die y size: 68.4 µm
- Weighted congestion reported at the end of routability-driven placement: 0.786
- Hold buffers post-CTS: 0
- # Max-Cap Violations: 0
- Clock network power share: 31.0%
- Post-synthesis instance area: 1320 µm²
- Highest Clock Rate: 321 MHz
- Pre-CTS WS: 1.88 ns
- Fillers: 384
- Sequential share of power: 50.2%
- Worst setup path class: flip-flop to output pin
- Number of register bits inferred by synthesis: 33
- Synthesized chip area reported by yosys: 1320 µm²
- Number of clock sinks seen by CTS: 33
- Crit Reg-Reg Endpoint: Count[1]$_SDFFE_PP0P_
- Remaining antenna violation count: 0
- Clock tree skew after final layout: 0.00558 ns
- Hold Path Sink: shift_B.Q[0]$_DFF_P_
- Start of the worst register-to-register path: Count[0]$_SDFFE_PP1P_
- Die area: 4680 µm²
- Wire length on met2: 946 µm
- FF-to-FF setup slack: 2.94 ns
- Proportion of synthesized chip area in sequential cells: 50.0%
- Startpoint of the worst hold path: shift_B.Q[1]$_DFF_P_
- Initial antenna violation count: 0
- Finished Layout Cells: 197
- Maximum VDD drop: 197 µV
- Number of hold violations in the final report: 0
- I/O Pins: 29
- Total detailed-routing wirelength: 2.08 mm
- Wire per inst: 10.5 µm
- HPWL after DPL: 1.41 mm
- Horizontal die dimension: 68.4 µm
- Clock transition at the registers of the reported paths: 0.06 ns
- Share of the synthesized area in the top cell type: 50.0%
- Via count of the first global-routing pass: 897
- Number of CTS-inserted buffers: 5
- Top cell type by total area after synthesis: sky130_fd_sc_hd__dfxtp_1
- Vias post-DR: 905
- Number of warnings the tools reported: 28
- Final setup vio count: 0
- Unique cell types: 28
- Critical Path AT: 2.18 ns
- Final min period: 3.12 ns
- DRT iter0 DRCs: 94
- Clock tree from TritonCTS: yes
- Length of routed met3 wiring: 149 µm
- Cells along the critical path: inv_1 -> ha_1 -> or3b_1 -> nor2_8 -> inv_6 -> clkdlybuf4s50_1
- Insertion Delay late pin: 0.28 ns
- CTS Root Cell: sky130_fd_sc_hd__clkbuf_8
- Area of combinational cells with multiple inputs: 596 µm²
- Yosys warning tally: 2
- Cell total in the yosys stat output: 118
- CP endpoint kind: output pin
- Average footprint of a synthesized cell: 11.2 µm²
- Core Util at FP: 32.1%
- First-pass iteration count of the detailed router: 4
- Worst Max-Slew Pin Slew: 0.471 ns
- GRT overflow: 0
- Area growth from synthesis to final layout: 29.9%
- Post-CTS Setup Inserts: 0
- Port-buffer cells: 27
- Period Utilization, post-route: 66.3%
- Leakage power of the design: 0.000656 µW
- Req. time, crit path: 3.76 ns
- Count of H-tree levels built during CTS: 2
- Max clock buf depth: 2
- Post-CTS sizing: 0
- Switching power share of the total: 25.4%
- PwrDens: 387 nW/µm²
- Internal power contribution: 496 µW
- Instance tally after logic synthesis: 118
- Total placed cells including tap cells: 190
- Startpoint type of the worst setup path: flip-flop
- Maximum number of pins on one net before global-route repair: 38
- First-pass GRT wire length: 3.67 mm
- Largest stage delay on the critical path: 0.52 ns
- Largest cells by area: sky130_fd_sc_hd__dfxtp_1 50%, sky130_fd_sc_hd__mux2_2 12%, sky130_fd_sc_hd__mux2i_1 6.1%
- Switch Pwr: 169 µW
- Highest signal layer in the routed design: met4
- Max-slew violations: 0
- Post-route DRC: 0
- Reg area: 661 µm²
- Path type of the worst min-delay path: flip-flop to flip-flop
- Wire length on met1: 944 µm
- Number of cells on the worst hold path: 1
- Core Footprint: 4120 µm²
- Part of the power in combinational logic: 18.7%
- RSZ-0062 raised after global routing: false
- Share of cells above drive strength 1: 17.7%
- Global-route usage over all layers: 10.8%
- Worst relative slew slack: 68.3%
- Final antenna diode count: 0
- Outcome: complete, no violations
- Sum of negative setup slack: 0 ns
- Least setup slack across all paths after layout: 1.58 ns
- Per-cell via count in the routed design: 4.59
- Site Rows: 23
- Cell with the biggest individual delay on the critical path: sky130_fd_sc_hd__or3b_1
- Reg2Reg Depth: 6
## kinds of logic after synthesis
logic type / count (synthesis) / synth area share, %
adder cells (fa/ha/maj): 4 / 3.78
multiplexers: 22 / 18.0
AND/OR/NAND/NOR: 29 / 13.9
XOR/XNOR: 2 / 1.32
buffers and inverters: 14 / 5.01
AND-OR/OR-AND: 14 / 8.04
flip-flops: 33 / 50.0
## layout by cell type, fill, tap and decap left out, types with 2 or more instances in the layout
master / instances
sky130_fd_sc_hd__o31ai_1: 2
sky130_fd_sc_hd__and2_1: 2
sky130_fd_sc_hd__nor4_1: 3
sky130_fd_sc_hd__xnor2_1: 2
sky130_fd_sc_hd__clkbuf_8: 6
sky130_fd_sc_hd__clkdlybuf4s50_1: 27
sky130_fd_sc_hd__nand2b_1: 9
sky130_fd_sc_hd__ha_1: 4
sky130_fd_sc_hd__dfxtp_1: 33
sky130_fd_sc_hd__inv_1: 7
sky130_fd_sc_hd__nor3_1: 4
sky130_fd_sc_hd__a21oi_1: 5
sky130_fd_sc_hd__mux2_2: 14
sky130_fd_sc_hd__a211oi_2: 2
sky130_fd_sc_hd__mux2i_1: 8
sky130_fd_sc_hd__nor2_1: 6
## sequential cells by signal, indices dropped and copies added, names as in the netlist
signal       flops
shift_B.Q        8
shift_A.Q        8
Count            8
shift_Sum.Q      8
y                1
## synth_stat cells (all sizes together)
master,number
nand4b,1
o41ai,1
or4,1
or3b,1
nand3,1
mux2i,8
buf,2
nor3,4
xnor2,2
inv,8
a41o,1
o31ai,2
a2bb2oi,1
o2111ai,1
o21ai,1
clkbuf,4
dfxtp,33
a211oi,2
a21oi,5
and2,2
nor2,7
nand2b,9
nor4,3
ha,4
mux2,14
## per-layer routing
layer  track usage [%]  vias up
li1                  -      468
met1              14.0      404
met2              16.8       27
met3              4.56        6
met4              2.34        0
met5                 0        -
## power groups by stage
stage	Sequential, µW	Clock (µW)	Combinational, µW
CTS	334	215	125
global route	339	228	139
finish	334	206	125
## final cells by class
| class | count | area share, % |
|---|---|---|
| clock buffer | 7 | 5.03 |
| inverter | 8 | 2.04 |
| multi-input combinational | 71 | 34.7 |
| sequential | 33 | 38.5 |
| tap | 50 | 3.64 |
| timing repair buffer | 28 | 16.2 |
## worst max-delay path, delay by kind of cell, from the launching register on
family,cells,cell delay [ns]
fa+ha+maj,1,0.17
simple gates,2,0.79
flops,1,0.35
buf+inv,3,0.59
## worst max-delay path by stage
stage	from	to	slack (ns)	cells past startpoint
final	Count[0]$_SDFFE_PP1P_	Run	1.58	6
after global routing	Count[0]$_SDFFE_PP1P_	Run	1.45	6
after CTS	Count[0]$_SDFFE_PP1P_	Run	1.56	6
## metrics by stage
step	util (%)	hold slack [ns]	cell area, µm²	total power (µW)
4_1_cts	41.7	0.458	1720	674
5_1_grt	41.7	0.475	1720	706
6_report	41.7	0.454	1720	665
3_5_place_dp	39.6	0.440	1630	465
2_1_floorplan	-	0.434	1320	429
3_3_place_gp	39.6	0.442	1630	462
Power and IR drop assume default switching activity.
