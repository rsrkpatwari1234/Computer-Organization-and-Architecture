## design.v

```verilog
`timescale 1ns / 1ps
module full_adder(output sum, output cout, input a, input b, input cin);
    assign sum = a^b^cin;                     
    assign cout = (a&b) | (a&cin) | (cin&b);  
endmodule                                     
`timescale 1ns / 1ps
module carry_save_adder_block_3_nums(output [19:0] carry, output [19:0] sum, input [19:0] inp1, input [19:0] inp2, input [19:0] inp3);
    assign carry[0] = 1'b0;
    assign sum[19] = 1'b0;
    full_adder f1(.sum(sum[0]), .cout(carry[1]), .a(inp1[0]), .b(inp2[0]), .cin(inp3[0]));
    full_adder f2(.sum(sum[1]), .cout(carry[2]), .a(inp1[1]), .b(inp2[1]), .cin(inp3[1]));
    full_adder f3(.sum(sum[2]), .cout(carry[3]), .a(inp1[2]), .b(inp2[2]), .cin(inp3[2]));
    full_adder f4(.sum(sum[3]), .cout(carry[4]), .a(inp1[3]), .b(inp2[3]), .cin(inp3[3]));
    full_adder f5(.sum(sum[4]), .cout(carry[5]), .a(inp1[4]), .b(inp2[4]), .cin(inp3[4]));
    full_adder f6(.sum(sum[5]), .cout(carry[6]), .a(inp1[5]), .b(inp2[5]), .cin(inp3[5]));
    full_adder f7(.sum(sum[6]), .cout(carry[7]), .a(inp1[6]), .b(inp2[6]), .cin(inp3[6]));
    full_adder f8(.sum(sum[7]), .cout(carry[8]), .a(inp1[7]), .b(inp2[7]), .cin(inp3[7]));
    full_adder f9(.sum(sum[8]), .cout(carry[9]), .a(inp1[8]), .b(inp2[8]), .cin(inp3[8]));
    full_adder f10(.sum(sum[9]), .cout(carry[10]), .a(inp1[9]), .b(inp2[9]), .cin(inp3[9]));
    full_adder f11(.sum(sum[10]), .cout(carry[11]), .a(inp1[10]), .b(inp2[10]), .cin(inp3[10]));
    full_adder f12(.sum(sum[11]), .cout(carry[12]), .a(inp1[11]), .b(inp2[11]), .cin(inp3[11]));
    full_adder f13(.sum(sum[12]), .cout(carry[13]), .a(inp1[12]), .b(inp2[12]), .cin(inp3[12]));
    full_adder f14(.sum(sum[13]), .cout(carry[14]), .a(inp1[13]), .b(inp2[13]), .cin(inp3[13]));
    full_adder f15(.sum(sum[14]), .cout(carry[15]), .a(inp1[14]), .b(inp2[14]), .cin(inp3[14]));
    full_adder f16(.sum(sum[15]), .cout(carry[16]), .a(inp1[15]), .b(inp2[15]), .cin(inp3[15]));
    full_adder f17(.sum(sum[16]), .cout(carry[17]), .a(inp1[16]), .b(inp2[16]), .cin(inp3[16]));
    full_adder f18(.sum(sum[17]), .cout(carry[18]), .a(inp1[17]), .b(inp2[17]), .cin(inp3[17]));
    full_adder f19(.sum(sum[18]), .cout(carry[19]), .a(inp1[18]), .b(inp2[18]), .cin(inp3[18]));
endmodule
module carry_lookahead_adder_4(output [3:0] sum,output p,output g,input [3:0] a,input [3:0] b,input cin);
    wire [3:0] P,G;             
    wire [4:0] C;               
    genvar i;
    assign C[0] = cin;
    generate for(i=0;i<4;i=i+1)                    
        begin
            and g1(G[i],a[i],b[i]);               
            xor g2(P[i],a[i],b[i]);               
            xor g3(sum[i],C[i],P[i]);             
            assign C[i+1] = G[i]|(P[i]&C[i]);     
        end
    endgenerate
    assign p = P[0] & P[1] & P[2] & P[3];
    assign g = G[3] | (G[2] & P[3]) | (G[1] & P[3] & P[2]) |(G[0] & P[3] & P[2] & P[1]);
endmodule
module carry_lookahead_adder_20(output [19:0] S, output out, input [19:0] A, input[19:0] B, input C0);
    wire [4:0] pg,gg;
    wire [5:0] C;
    assign C[0] = C0;                                  
    carry_lookahead_adder_4 g1(.sum(S[3:0]), .p(pg[0]), .g(gg[0]), .a(A[3:0]), .b(B[3:0]), .cin(C[0]));
    assign C[1] = gg[0]|(pg[0]&C[0]);
    carry_lookahead_adder_4 g2(.sum(S[7:4]), .p(pg[1]), .g(gg[1]), .a(A[7:4]), .b(B[7:4]), .cin(C[1]));
    assign C[2] = gg[1]|(pg[1]&C[1]);
    carry_lookahead_adder_4 g3(.sum(S[11:8]), .p(pg[2]), .g(gg[2]), .a(A[11:8]), .b(B[11:8]), .cin(C[2]));
    assign C[3] = gg[2]|(pg[2]&C[2]);
    carry_lookahead_adder_4 g4(.sum(S[15:12]), .p(pg[3]), .g(gg[3]), .a(A[15:12]), .b(B[15:12]), .cin(C[3]));
    assign C[4] = gg[3]|(pg[3]&C[3]);
    carry_lookahead_adder_4 g5(.sum(S[19:16]), .p(pg[4]), .g(gg[4]), .a(A[19:16]), .b(B[19:16]), .cin(C[4]));
    assign C[5] = gg[4]|(pg[4]&C[4]);
    assign out = C[5];                               
endmodule
module carry_save_adder_block_9_nums(output [19:0] sum, output cout, input [15:0] a0, input [15:0] a1, input [15:0] a2, input [15:0] a3, input [15:0] a4, input [15:0] a5, input [15:0] a6, input [15:0] a7, input [15:0] a8);
   wire [19:0] carry1,sum1;
   wire [19:0] carry2,sum2;
   wire [19:0] carry3,sum3;
   wire [19:0] carry4,sum4;
   wire [19:0] carry5,sum5;
   wire [19:0] carry6,sum6;
   wire [19:0] carry7,sum7;
   wire [19:0] x0,x1,x2,x3,x4,x5,x6,x7,x8;
   assign x0[15:0] = a0[15:0];
   assign x0[19:16] = 4'b0000;
   assign x1[15:0] = a1[15:0];
   assign x1[19:16] = 4'b0000;
   assign x2[15:0] = a2[15:0];
   assign x2[19:16] = 4'b0000;
   carry_save_adder_block_3_nums CSA1(.carry(carry1), .sum(sum1), .inp1(x0), .inp2(x1), .inp3(x2));
   assign x3[15:0] = a3[15:0];
   assign x3[19:16] = 4'b0000;
   assign x4[15:0] = a4[15:0];
   assign x4[19:16] = 4'b0000;
   assign x5[15:0] = a5[15:0];
   assign x5[19:16] = 4'b0000;
   carry_save_adder_block_3_nums CSA2(.carry(carry2), .sum(sum2), .inp1(x3), .inp2(x4), .inp3(x5));
   assign x6[15:0] = a6[15:0];
   assign x6[19:16] = 4'b0000;
   assign x7[15:0] = a7[15:0];
   assign x7[19:16] = 4'b0000;
   assign x8[15:0] = a8[15:0];
   assign x8[19:16] = 4'b0000;
   carry_save_adder_block_3_nums CSA3(.carry(carry3), .sum(sum3), .inp1(x6), .inp2(x7), .inp3(x8));
   carry_save_adder_block_3_nums CSA4(.carry(carry4), .sum(sum4), .inp1(carry1), .inp2(sum1), .inp3(carry2));
   carry_save_adder_block_3_nums CSA5(.carry(carry5), .sum(sum5), .inp1(sum2), .inp2(carry3), .inp3(sum3));
   carry_save_adder_block_3_nums CSA6(.carry(carry6), .sum(sum6), .inp1(carry4), .inp2(sum4), .inp3(carry5));
   carry_save_adder_block_3_nums CSA7(.carry(carry7), .sum(sum7), .inp1(carry6), .inp2(sum6), .inp3(sum5));
   carry_lookahead_adder_20 LCA(.S(sum), .out(cout), .A(carry7), .B(sum7), .C0(1'b0));
endmodule
```

## run.sh

```bash
#!/bin/bash
# OpenROAD 26Q1-2900-gdf79404cd8, Yosys 0.63+post, stock flow scripts
make -C /OpenROAD-flow-scripts/flow DESIGN_CONFIG=/design/flow/config.mk WORK_HOME=/design/flow/orfs finish
```

## config.mk

```make
export PLATFORM = sky130hd
export DESIGN_NAME = carry_save_adder_block_9_nums
export DESIGN_NICKNAME = carry_save_adder_block_9_nums
export VERILOG_FILES = /design/flow/design.v
export SDC_FILE = /design/flow/constraint.sdc
export NUM_CORES = 4
export LEC_CHECK = 1
export CORE_UTILIZATION = 50
```

## constraint.sdc

```tcl
current_design carry_save_adder_block_9_nums

set clk_period 12.3
set clk_io_pct 0.2

create_clock -name clk0 -period $clk_period

set non_clock_inputs [all_inputs -no_clocks]
set_input_delay [expr $clk_period * $clk_io_pct] -clock clk0 $non_clock_inputs
set_output_delay [expr $clk_period * $clk_io_pct] -clock clk0 [all_outputs]
```

==> flow_summary.toml <==
# implementation run metrics
[final_timing]
timing.final.setup_violations = 0
maxSlewViolCount = 0
setup_tns_after_final_layout_ns = 0
timing.final.crit_period_ns = 10.19
worst_hold_slack_ns = 6.25
achievable-frequency_mhz = 98.2
timing.final.crit_share_pct = 82.8
rsz0062_at_grt = "no"
final-hold-violation-count = 0

[logic_synthesis]
synth-cells-yosys = 344
netlist_top_cells_area = "sky130_fd_sc_hd__fa_1, sky130_fd_sc_hd__inv_1, sky130_fd_sc_hd__ha_1"
avgSynthCellArea_sq_um = 10.2
post_synth_inst_count = 344
synth_top_area_share_pct = 68.5
synth_seq_share_pct = 0
yosys_area_sq_mm = 0.00350
synthDominantAreaCellType = "sky130_fd_sc_hd__fa_1"
synth.yosys.warnings = 0
area_of_the_mapped_netlist_sq_mm = 0.00350
netlist-cell-type-count = 17

[global_routing]
grt_pass1_wl_um = 10800
grt.total_usage_pct = 19.4
globalRouteOverflowTotal = 0
maximum_number_of_pins_on_one_net_before_global_route_repair = 5
grt_antenna_before_repair = 0
grt_pass1_vias = 2811

[placement]
detailed_place_hpwl_um = 6110
port_buffers = 164
placed_area_sq_mm = 0.00525
placer_congestion = 0.797

[route]
drtIter0Drc = 16
avgRoutedWirePerCell_um = 9.68
drt_pre_antenna_iters = 4
post-route-drc-count = 0
dr_total_vias = 2520
route.antenna.remaining_nets = 0
num_antenna_cells = 0
post_drt_via_cell_ratio = 4.19
drt-total-wl_um = 5830

[clocking]
post_cts_buffers = 0
postCtsHoldBufs = 0
post_cts_resized = 0

[floorplanning]
boundaryPins = 165
placeable_core_region_sq_mm = 0.00679
dieHeight_um = 85.7
floorplanUtilization_pct = 51.6
placementRows = 30
die_width_um = 85.7
chip_area_sq_mm = 0.00735

[final_layout]
nFlopsAndLatches = 0
clkbuf_count = 0
finish.instance_area_sq_mm = 0.00525
synthToLayoutAreaGrowth_pct = 49.8
area_taken_by_flip_flops_and_latches_sq_um = 0
layout-drive-gt1-share_pct = 0.395
fill_cell_count = 429
final-comb-area_sq_mm = 0.00284

[critical_path]
worst-setup-path-type = "input pin to output port"
cp.arrival_ns = 7.73
crit_path_max_fanout = 2
setup.worst_path.start = "a0[2]"
worstSetupStartpointType = "input pin"
end_kind = "output port"
cp_data_required_time_ns = 9.84

[flow_run]
maxCapViolCount = 0
tool_warnings = 33

[power_and_ir_drop]
seq_power_share_pct = 0
total_power_mw = 1.17
comb_power_share_pct = 100.0
power.net_switching_uw = 467
p_sw_share_pct = 40.0
leakage_nw = 2.68
worst_ir_drop_vdd_mv = 0.170
power_frac_clock_pct = 0
power_per_cell_area_mw_per_mm2 = 223
p_int_uw = 702

[worst_hold_path]
hp-start = "a2[0]"
holdCritPathClass = "input pin to output port"

[outcome]
run_status = "finished clean"
-- path summary, 6_finish.rpt --
path / end / slack, ns / cells after the start
max: sum[15] / 2.11 / 18
min: sum[0] / 6.25 / 6
-- cells in the final DEF (no fill, tap or decap), drive strengths merged --
cell           instances
clkdlybuf4s50        164
and4                   1
o21ai                  3
nand2                  5
fa                   120
conb                   1
a21oi                  9
nand4                  1
xnor2                  1
ha                    22
nor2                   1
xor2                   3
a21o                   1
o221ai                 1
inv                  173
-- power by group through the flow --
stage                 combinational [mW]  sequential (mW)  clock, mW
final                               1.17                0          0
after global routing                1.36                0          0
after CTS                           1.21                0          0
-- cell type report --
cell class         instances  share of cell area [%]
inverters                173                    12.4
multi-input cells        169                    54.1
well taps                 96                    2.29
repair buffers           164                    31.3
-- cells by family after synthesis --
| group | share of synthesized area (%) |
|---|---|
| other | 0.107 |
| XOR/XNOR | 1.00 |
| AND-OR/OR-AND | 2.46 |
| adder cells (fa/ha/maj) | 76.4 |
| buffers and inverters | 19.0 |
| AND/OR/NAND/NOR | 1.07 |
-- Yosys cell counts, drive strengths merged --
library cell and number:
inv 173, fa 120, ha 22, a21oi 9, nand2 5, o21ai 3
xor2 3, buf 2, a21o 1, and4 1, conb 1, nand4 1
nor2 1, o221ai 1, xnor2 1
-- routing by layer --
| metal | GRT usage, % | vias to the layer above | share of wire [%] |
|---|---|---|---|
| li1 | - | 1223 | - |
| met1 | 32.4 | 1215 | 41 |
| met2 | 33.4 | 82 | 53 |
| met3 | 1.56 | 0 | 6.4 |
| met4 | 0 | 0 | 0 |
| met5 | 0 | - | 0 |
-- metrics by stage --
step / worst slack (ns) / std cells / utilization, %
floorplan: 3.18 / 344 / -
global placement: 2.10 / 602 / 77.3
detailed placement: 2.06 / 602 / 77.3
CTS: 2.06 / 602 / 77.3
global route: 1.82 / 602 / 77.3
finish: 2.11 / 602 / 77.3
-- worst max-delay path, cell delays in order --
cell and delay [ns]:
sky130_fd_sc_hd__clkdlybuf4s50_1 0.46, sky130_fd_sc_hd__inv_1 0.05, sky130_fd_sc_hd__fa_1 0.49, sky130_fd_sc_hd__fa_1 0.52, sky130_fd_sc_hd__inv_1 0.05, sky130_fd_sc_hd__fa_1 0.53, sky130_fd_sc_hd__fa_1 0.46, sky130_fd_sc_hd__ha_1 0.29
sky130_fd_sc_hd__a21o_1 0.17, sky130_fd_sc_hd__a21oi_2 0.17, sky130_fd_sc_hd__o221ai_2 0.13, sky130_fd_sc_hd__a21oi_1 0.19, sky130_fd_sc_hd__fa_1 0.20, sky130_fd_sc_hd__inv_1 0.05, sky130_fd_sc_hd__fa_1 0.45, sky130_fd_sc_hd__fa_1 0.44
sky130_fd_sc_hd__xor2_1 0.13, sky130_fd_sc_hd__clkdlybuf4s50_1 0.49
No activity file was given, so power comes from the tool's default toggle rates.
