## config.mk

```make
export PLATFORM = sky130hd
export DESIGN_NAME = ALU_16bit
export DESIGN_NICKNAME = ALU_16bit
export VERILOG_FILES = /design/flow/design.v
export SDC_FILE = /design/flow/constraint.sdc
export NUM_CORES = 4
export LEC_CHECK = 1
export CORE_UTILIZATION = 30
```

## constraint.sdc

```tcl
current_design ALU_16bit

set clk_period 9.3
set clk_io_pct 0.2

create_clock -name clk0 -period $clk_period

set non_clock_inputs [all_inputs -no_clocks]
set_input_delay [expr $clk_period * $clk_io_pct] -clock clk0 $non_clock_inputs
set_output_delay [expr $clk_period * $clk_io_pct] -clock clk0 [all_outputs]
```

## design.v

```verilog
`timescale 1ns / 1ps
module ALU_16bit(input [15:0] A, input [15:0] B, input [3:0] S, input M, input cin, output [15:0] F, output cout);
    wire [3:0] C;
    ALU_4bit A1(.A(A[3:0]), .B(B[3:0]), .S(S), .M(M), .cin(cin), .F(F[3:0]), .cout(C[0]));
    ALU_4bit A2(.A(A[7:4]), .B(B[7:4]), .S(S), .M(M), .cin(C[0]), .F(F[7:4]), .cout(C[1]));
    ALU_4bit A3(.A(A[11:8]), .B(B[11:8]), .S(S), .M(M), .cin(C[1]), .F(F[11:8]), .cout(C[2]));
    ALU_4bit A4(.A(A[15:12]), .B(B[15:12]), .S(S), .M(M), .cin(C[2]), .F(F[15:12]), .cout(cout));
endmodule
`timescale 1ns / 1ps
module carry_lookahead_4(output [3:0] sum, output cout, output p, output g, input [3:0] a, input [3:0] b, input cin);
    wire [3:0] P,G;                   
    wire [4:0] C;                     
    genvar i;                           
    assign C[0] = cin;                  
    generate for(i=0; i<4; i=i+1)       
        begin
            and g1(G[i],a[i],b[i]);               
            xor g2(P[i],a[i],b[i]);               
            xor g3(sum[i],C[i],P[i]);             
            assign C[i+1] = G[i]|(P[i]&C[i]);     
        end
    endgenerate
    assign p = P[0] & P[1] & P[2] & P[3];
    assign g = G[3] | (G[2] & P[3]) | (G[1] & P[3] & P[2]) |(G[0] & P[3] & P[2] & P[1]);
    assign cout = g | (p & cin);
endmodule                            
module ALU_4bit(input [3:0] A, input [3:0] B, input [3:0] S, input M, input cin, output reg [3:0] F, output reg cout, output P, output G);
    parameter s0=4'b0, s1=4'b1, s2=4'b10, s3=4'b11, s4=4'b100, s5=4'b101, s6=4'b110, s7=4'b111, s8=4'b1000, 
                s9=4'b1001, s10=4'b1010, s11=4'b1011, s12=4'b1100, s13=4'b1101, s14=4'b1110, s15=4'b1111;
    reg [3:0] T1, T2, T;            
    wire [3:0] OP;
    wire P, G, Cout;
    carry_lookahead_4 CLA(OP, Cout, P, G, T1, T2, ~cin);
    always @(*) begin
        if(M == 1) begin                 
            cout = 1'b1;
            case (S)
                s0: begin
                    T = ~A;
                end
                s1: begin
                    T = ~A | ~B;
                end
                s2: begin
                    T = ~A & B;
                end
                s3: begin
                    T = 4'b0;
                end
                s4: begin
                    F = ~(A & B);
                end
                s5: begin
                    T = ~B;
                end
                s6: begin
                    T = A ^ B;
                end
                s7: begin
                    T = A & ~B;
                end
                s8: begin
                    T = ~A | B;
                end
                s9: begin
                    T = ~A ^ ~B;
                end
                s10: begin
                    T = B;
                end
                s11: begin
                    T = A & B;
                end
                s12: begin 
                    T = 1;
                end
                s13: begin
                    T = A | ~B;
                end
                s14: begin
                    T = A | B;
                end
                s15: begin
                    T = A;
                end
            endcase
            F = ~T;
        end
        else begin 
            case(S) 
                s0: begin
                    T1 = A;
                    T2 = 4'b0; 
                end
                s1: begin
                    T1 = A | B;
                    T2 = 4'b0; 
                end
                s2: begin
                    T1 = A | (-B);
                    T2 = 4'b0; 
                end
                s3: begin
                    T1 = 4'b1111;
                    T2 = 4'b0;
                end
                s4: begin
                    T1 = A;
                    T2 = A & (~B);
                end
                s5: begin
                    T1 = A | B;
                    T2 = A & (-B);
                end
                s6: begin
                    T1 = A - 4'b1;
                    T2 = -B;
                end
                s7: begin 
                    T1 = A & B;
                    T2 = 4'b1111;
                end
                s8: begin
                    T1 = A;
                    T2 = A & B;
                end
                s9: begin
                    T1 = A;
                    T2 = B;
                end
                s10: begin
                    T1 = A | (-B);
                    T2 = A & B;
                end
                s11: begin
                    T1 = A & B; 
                    T2 = 4'b1111;
                end
                s12: begin
                    T1 = A; 
                    T2 = A;
                end
                s13: begin
                    T1 = A | B;
                    T2 = A;
                end
                s14: begin
                    T1 = A | (-B); 
                    T2 = A;
                end
                s15: begin
                    T1 = A; 
                    T2 = 4'b1111;
                end
                default: F = 4'b0;
            endcase
            F = ~OP;
            cout = ~Cout; 
        end
    end
endmodule
```

## run.sh

```bash
#!/bin/bash
# OpenROAD 26Q1-2900-gdf79404cd8, Yosys 0.63+post, stock flow scripts
make -C /OpenROAD-flow-scripts/flow DESIGN_CONFIG=/design/flow/config.mk WORK_HOME=/design/flow/orfs finish
```

==> deck_impl_summary.md <==
Flow Results at a Glance

Status
  • Status: completed

STA
  • Final WS setup: 1820 ps
  • Final Hold Vio Count: 0
  • Endpoints left unconstrained: between 40 and 50
  • Fmax: 0.134 GHz
  • Least-Margin Pin Slew: 813 ps
  • Final min period: between 7000 and 8000 ps
  • Setup TNS: 0 ps
  • RSZ-0062 raised after global routing: false
  • Finish-stage setup viols: 0
  • Slew headroom: roughly 45%
  • Register pins left without a clock: about 48
  • Hold_ws: 4620 ps
  • Final max-slew violation count: 0
  • Part of the cycle the worst path needs: 80.4%

Drt
  • Post-DRT Antenna Nets: 0
  • Via density: 6.17
  • Avg WL per Cell: 22.6 um
  • DRC Markers: 0
  • # diodes: 0
  • Vias: 7313
  • Routed wire length: 26.8 mm
  • Initial DRT Pass Iterations: 5
  • Initial DRC Count: 867

Power and ir drop
  • PwrDens: 53.5 nW/um2
  • Power Total: just under 400 uW
  • Leakage: 0.00314 uW
  • Max rail drop VDD: between 0.01 and 0.015 mV

Setup path
  • Crit path cell chain: clkdlybuf4s50_1 > nand2b_1 > a21oi_1 > o2111a_1 > o21ai_0 > a21oi_1 > fa_1 > fa_1 > inv_1 > fa_1 > xor2_1 > nor2_1 > a21oi_1 > clkdlybuf4s50_1
  • CP startpoint kind: input port
  • CP max stage delay: ~640 ps
  • Critical Path Start: cin
  • Worst path buffer plus inverter count: 3
  • Crit path max fanout: 2
  • CP top delay family: AND-OR/OR-AND gates
  • Endpoint class of the critical path: primary output
  • Worst EP required: 7440 ps
  • Setup CP Type: in2out
  • Worst Path Arrival: approximately 5600 ps
  • WP depth: 14
  • CP Capture Point: F[15]
  • CP max stage cell: o21ai_0

Die
  • Die Y-Extent: 151 um
  • Num rows: 54
  • Die area: between 20000 and 25000 um2
  • Top Ports: 55
  • Core Util at FP: a little under a third
  • Core outline area: 21900 um2
  • Die Wd: roughly 150 um

Global route
  • Global routing usage on met1: roughly a third
  • Total GRT Usage: 24.3%
  • Initial antenna violation count: 0
  • Routing usage on met2: 36.0%
  • Met3 Resource Use GR: 4.34%
  • Vias in the first global route: 6828
  • Grt ovf: 0
  • Global-route wire length before repair: a little over 40 mm
  • Largest net degree at the start of global routing: around 63
  • Most Crowded Layer GR: met2

Synthesis
  • Dominant cell area share: around 16%
  • Top FF cell, synth: dlxtn_1
  • Cells in synth_stat.txt: 908
  • Ys Warns: 17
  • Asr flop ratio synth: 0%
  • Flops after synth: around 48
  • Top cells, area: ha_1, dlxtn_1, a21oi_1, o21ai_0, fa_1
  • Yosys chip area: 6700 um2
  • Post-Syn Area: 6700 um2
  • Average cell area after synthesis: about 7.4 um2
  • Largest area contributor in the netlist: ha_1
  • EDFF count, synth: 0
  • Synth Instances: approximately 910
  • Unique cell types: roughly 80

Place
  • HPWL Detailed: 18.8 mm
  • Gpl congestion: 0.981
  • Port Buffers: roughly 55
  • DP Area: ~7400 um2
  • Pre-CTS WS: 1880 ps

Run
  • OpenROAD warning count: 80
  • # Max-Cap Violations: 0

Hold path
  • Worst hold path type: in2out

CTS
  • Post-CTS Setup Inserts: 0
  • Cts repair resizes: 0
  • CTS Hold Bufs: 0

Layout
  • Fraction of final layout cells sized beyond drive strength 1: 5.74%
  • Fin area: 7380 um2
  • Area grow syn2layout: 10.1%
==> sequential cells by signal (all words and copies together) (netlist names) <==
signal  flops
A4.T        4
A1.T1       4
A3.T        4
A2.T1       4
A1.T        4
A3.T1       4
A1.T2       4
A2.T        4
A3.T2       4
A2.T2       4
A4.T1       4
A4.T2       4
==> logic make-up after synthesis <==
kind of cell	share of synthesized area, %
muxes	4.09
AOI/OAI and AO/OA	33.3
latches	10.8
adders and majority gates	20.0
buffers and inverters	9.05
and+or+nand+nor	18.6
xor gates and xnor gates	4.16
==> report_power, final <==
group	switching (uW)	internal [uW]	total, uW
Clock	0	0	0
Combinational	212	149	361
Sequential	6.77	27.2	34.0
==> cells in the mapped netlist, drive strengths merged, types with 14 or more instances <==
library cell / count
nand3: 15
xor2: 15
nor2b: 14
clkbuf: 29
nand2: 61
o21ai: 62
inv: 59
dlxtn: 48
mux2i: 15
ha: 88
xnor2: 16
nor3: 17
nor2: 55
nand2b: 20
a22oi: 19
buf: 52
a21oi: 74
==> layer usage <==
layer | wire length [um] | share of wire [%]
met1 | 11100 | 41
met2 | 11400 | 43
met3 | 2930 | 11
met4 | 1410 | 5.2
met5 | 0 | 0
==> metrics by stage <==
stage | cells | utilization, %
detailed placement | 1186 | 33.7
global placement | 1186 | 33.7
finish | 1186 | 33.7
global route | 1186 | 33.7
floorplan | 908 | -
CTS | 1186 | 33.7
==> tightest hold or removal path, stage by stage <==
cell,delay [ps]
buf_2,150
inv_1,170
nand2_1,90
o21ai_0,80
clkdlybuf4s50_1,410
==> worst min path at each step <==
stage / startpoint / end / slack [ps] / cells past startpoint
4_1_cts: M / F[11] / 4640 / 5
5_1_grt: M / F[7] / 4680 / 4
6_report: M / F[11] / 4620 / 5
==> layout make-up <==
cell class | instances | area (um2)
repair buffers | 79 | 706
inverters | 59 | 221
well taps | 280 | 350
flip-flops and latches | 48 | 721
fillers | 2372 | 14500
multi-input cells | 720 | 5380
==> layout by cell type (no fill, tap or decap), drive strengths merged, types with 15 or more instances in the layout <==
cell type | Yosys | routed
ha | 88 | 88
a21oi | 74 | 74
o21ai | 62 | 62
nand2 | 61 | 61
inv | 59 | 59
nor2 | 55 | 55
clkdlybuf4s50 | 0 | 50
dlxtn | 48 | 48
buf | 52 | 29
nand2b | 20 | 20
a22oi | 19 | 19
nor3 | 17 | 17
xnor2 | 16 | 16
nand3 | 15 | 15
mux2i | 15 | 15
xor2 | 15 | 15
Power is estimated from default activity; no workload was simulated.
